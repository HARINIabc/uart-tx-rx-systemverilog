File: flow/run.sh
#!/bin/bash
# OpenROAD 26Q1-2900-gdf79404cd8, Yosys 0.63+post, stock flow scripts
make -C /OpenROAD-flow-scripts/flow DESIGN_CONFIG=/design/flow/config.mk WORK_HOME=/design/flow/orfs finish
File: flow/config.mk
export PLATFORM = sky130hd
export DESIGN_NAME = uart_tx
export DESIGN_NICKNAME = uart_tx
export VERILOG_FILES = /design/flow/design.v
export SDC_FILE = /design/flow/constraint.sdc
export NUM_CORES = 4
export LEC_CHECK = 1
export CORE_UTILIZATION = 30
File: flow/constraint.sdc
current_design uart_tx

set clk_period 3.5
set clk_io_pct 0.2

create_clock -name clk0 -period $clk_period [get_ports {clk}]

set non_clock_inputs [all_inputs -no_clocks]
set_input_delay [expr $clk_period * $clk_io_pct] -clock clk0 $non_clock_inputs
set_output_delay [expr $clk_period * $clk_io_pct] -clock clk0 [all_outputs]
File: flow/design.v
`timescale 1ns/1ps
module uart_tx #(
    parameter CLK_FREQ = 50_000_000,  
    parameter BAUD     = 9600
)(
    input  wire clk,
    input  wire rst,
    input  wire tx_start,         
    input  wire [7:0] tx_data,    
    output reg  tx_line,          
    output reg  tx_busy           
);
    localparam integer BAUD_DIV = CLK_FREQ / BAUD;
    reg [$clog2(BAUD_DIV)-1:0] baud_cnt;
    reg baud_tick;
    always @(posedge clk) begin
        if (rst) begin
            baud_cnt  <= 0;
            baud_tick <= 1'b0;
        end else if (baud_cnt == BAUD_DIV - 1) begin
            baud_cnt  <= 0;
            baud_tick <= 1'b1;
        end else begin
            baud_cnt  <= baud_cnt + 1'b1;
            baud_tick <= 1'b0;
        end
    end
    localparam IDLE  = 2'd0;
    localparam START = 2'd1;
    localparam DATA  = 2'd2;
    localparam STOP  = 2'd3;
    reg [1:0] state;
    reg [2:0] bit_idx;
    reg [7:0] shift_reg;
    always @(posedge clk) begin
        if (rst) begin
            state     <= IDLE;
            tx_line   <= 1'b1;    
            tx_busy   <= 1'b0;
            bit_idx   <= 3'd0;
            shift_reg <= 8'd0;
        end else begin
            case (state)
                IDLE: begin
                    tx_line <= 1'b1;
                    tx_busy <= 1'b0;
                    if (tx_start) begin
                        shift_reg <= tx_data;
                        state     <= START;
                        tx_busy   <= 1'b1;
                    end
                end
                START: begin
                    if (baud_tick) begin
                        tx_line <= 1'b0;   
                        bit_idx <= 3'd0;
                        state   <= DATA;
                    end
                end
                DATA: begin
                    if (baud_tick) begin
                        tx_line   <= shift_reg[0];
                        shift_reg <= shift_reg >> 1;
                        bit_idx   <= bit_idx + 1'b1;
                        if (bit_idx == 3'd7) begin
                            state <= STOP;
                        end
                    end
                end
                STOP: begin
                    if (baud_tick) begin
                        tx_line <= 1'b1;   
                        state   <= IDLE;
                        tx_busy <= 1'b0;
                    end
                end
                default: state <= IDLE;
            endcase
        end
    end
endmodule
==> reports/results.tsv <==
metric	value	unit
CP bufs+invs	1	
Hold WC Path Type	flip-flop to flip-flop	
startpoint types	input pin	
Post-Synth Simple-Gate Area	18.0	%
worst r2r dst	shift_reg[7]	
H-tree Lvls	2	
fin util	36.9	%
initial antenna violation count	0	
number of enable flip-flop cells	0	
measured slew at the worst slew-check pin	0.744	ns
ys flop type	dfxtp_1	
Clock transition at path regs	0.06	ns
TritonRoute pass-1 iters	4	
Seq cells post-synth	31	
CP required	3.65	ns
Post-DP HPWL	1680	um
Max clock buf depth	2	
Area growth, synth to finish	18.2	%
syn avg cell area	9.31	um2
largest fanout on the critical path	20	
count leader, synth	dfxtp_1	
CTS tree	built	
Antenna Violating Nets Remaining	0	
Cell area leaders	dfxtp_1 (46%), a21oi_1 (7.4%), mux2i_1 (6.6%), a311oi_1 (4.5%), nor2_1 (3.3%)	
Synth Seq Share	45.7	%
Die H	69.3	um
yosys warns	1	
Setup TNS	0	ns
num ports	13	
Lkg Pwr	0.000539	uW
r2r worst-path depth	3	
Reg2Reg Setup Slack	1.84	ns
DR WL/cell	12.3	um
# rows	24	
Unique masters post-synth	33	
DR iter-0 viols	53	
share of layout cells above drive strength 1	7.64	%
fp util	31.2	%
Final Hold Vio Count	0	
CP Data Arrival Time	2.11	ns
launching point of the worst reg2reg path	state[1]	
final setup fails	0	
GR Util met1	15.5	%
gr busiest metal	met2	
Overflow after GRT	0	
max reg flops	13	
post-cts repair resize count	0	
aoi share	20.3	%
top cells by count, synth	dfxtp_1 (31), a21oi_1 (20), nor2_1 (12)	
Max-Cap Viols	0	
via count	1118	
worst clock skew	0.00819	ns
largest net degree at the start of global routing	21	
fmax	0.511	GHz
GRT Overall Usage	11.0	%
max incr delay on CP	0.95	ns
Hold Path Depth	2	
FFs w/ async S/R, synth	0	%
Die X	69.3	um
final routed DRC violation total	0	
global placer's final weighted congestion	0.761	
Synth area leader	dfxtp_1	
cycle use final	55.9	%
Late-Pin Clk Latency	0.28	ns
Ant. Diodes	0	
CTS Hold Bufs	0	
first-pass GRT wire length	4360	um
Hold Path End	baud_cnt[12]	
CTS root buf	clkbuf_8	
TritonCTS buffer count	5	
M3 GR Usage	3.98	%
relative slew slack	50.3	%
share of the synthesized area in the top cell type	45.7	%
max-slew violation count	0	
drt via density	5.35	
cells in synth_stat.txt	146	
Main logic family	AND-OR/OR-AND gates	
outcome	finished, final reports clean	
CTS sink cnt	31	
Adder Share, Synth	2.76	%
cell breakdown of the critical path	clkdlybuf4s50_1 -> a31o_2 -> a21oi_1	
RSZ-0062 raised after global routing	false	
CP endpoint kind	flip-flop	
die area	0.00480	mm2
worst vdd rail ir drop	0.334	mV
XOR/XNOR Area Share	1.93	%
min Tclk post-route	1.96	ns
hold path start	baud_cnt[12]	
crit-path leading delay family	buffers and inverters	
met2 Use GR	16.9	%
slowest CP cell	clkdlybuf4s50_1	
final wirelength	2570	um
mux share	7.46	%
PortBufs	12	
PD cells	458	mW/mm2
YS chip area	0.00136	mm2
Crit Path Category	input pin to flip-flop	
Post-Synthesis Cells	146	
Core Footprint	0.00435	mm2
vias in the first global route	990	
setup bufs post-CTS	0	
cell area after synthesis	0.00136	mm2
OpenROAD warnings	25	
[cell families (layout without fill, tap and decap cells)]
group,after synthesis,after routing
xor gates and xnor gates,3,3
muxes,10,10
buffers and inverters,12,23
AOI/OAI and AO/OA,43,43
adders and majority gates,3,3
and+or+nand+nor,44,44
DFF,31,31
[layout by cell type, fill, tap and decap left out, drive strengths merged, types with 2 or more instances in the layout]
cell | netlist | layout
clkbuf | 4 | 7
o31ai | 4 | 4
a22oi | 3 | 3
nand4 | 3 | 3
nor2 | 12 | 12
nand3 | 7 | 7
clkdlybuf4s50 | 0 | 12
mux2i | 9 | 9
xor2 | 2 | 2
a311oi | 7 | 7
o21ai | 5 | 5
a21oi | 20 | 20
ha | 3 | 3
or4 | 4 | 4
nand2b | 2 | 2
nand2 | 6 | 6
dfxtp | 31 | 31
or3 | 4 | 4
inv | 3 | 3
[power breakdown]
part / total [uW] / leakage [uW] / internal, uW / switching (uW)
Clock: 307 / 0.0000505 / 179 / 128
Sequential: 377 / 0.000253 / 367 / 10.6
Combinational: 51.4 / 0.000236 / 26.2 / 25.2
Total: 736 / 0.000539 / 572 / 164
[layer usage]
layer,share of wire (%),vias up
met2,41,28
met5,0,-
met3,7.1,5
li1,-,571
met4,1.0,0
met1,50,514
[through the flow]
stage	hold slack (ns)	instance area, um2	total power (uW)	setup WS, ns	instances
6_report	0.489	1610	736	1.54	209
5_1_grt	0.512	1610	764	1.44	209
4_1_cts	0.493	1610	741	1.56	209
3_5_place_dp	0.484	1500	436	1.27	201
3_3_place_gp	0.470	1500	434	1.33	201
2_1_floorplan	0.429	1360	416	1.95	146
[worst min-delay path, delay by kind of cell, from the launching register on]
family	cells	cell delay (ns)
DFF	1	0.33
AOI/OAI and AO/OA	2	0.11
[how the worst max path moves through the flow]
stage | start | end | slack, ns | cells after the start
4_1_cts | rst | baud_cnt[2] | 1.56 | 3
5_1_grt | tx_start | shift_reg[0] | 1.44 | 4
6_report | rst | baud_cnt[8] | 1.54 | 3
[cell type report]
cell class / count / area [um2]
Clock buffer: 7 / 96.3
Clock inverter: 1 / 7.51
Fill cell: 400 / 2750
Inverter: 3 / 11.3
Multi-Input combinational cell: 103 / 686
Sequential cell: 31 / 621
Tap cell: 52 / 65.1
Timing Repair Buffer: 12 / 120
Power and IR drop assume default switching activity.
